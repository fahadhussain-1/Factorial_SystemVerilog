`config.mk`:
```
export PLATFORM = sky130hd
export DESIGN_NAME = FSM
export DESIGN_NICKNAME = FSM
export VERILOG_FILES = /design/flow/design.v
export SDC_FILE = /design/flow/constraint.sdc
export NUM_CORES = 4
export LEC_CHECK = 1
export CORE_AREA = 10 10 70 70
export DIE_AREA = 0 0 80 80
```
`constraint.sdc`:
```
current_design FSM

set clk_period 1.3
set clk_io_pct 0.2

create_clock -name clk0 -period $clk_period [get_ports {clk}]

set non_clock_inputs [all_inputs -no_clocks]
set_input_delay [expr $clk_period * $clk_io_pct] -clock clk0 $non_clock_inputs
set_output_delay [expr $clk_period * $clk_io_pct] -clock clk0 [all_outputs]
```
`design.v`:
```
`timescale 1ns / 1ps
module FSM(
   input clk,
   input rst,
   input z,
   output logic [1:0] a_sel,
   output logic [1:0] b_sel,
   output op_sel,
   output w_sel,
   output w_en
    );
    reg [1:0] state,nstate;
    parameter loop_mul=2'b00;
    parameter loop_sub=2'b01;
    parameter loop_beq=2'b10;
    parameter     done=2'b11;
    always@ (posedge clk or posedge rst)
    begin
        if(rst)
            state <= loop_mul;
        else
            state <= nstate;
     end
     always@(*) begin
     case(state)
        loop_mul: nstate <= loop_sub;
        loop_sub: nstate <= loop_beq;
        loop_beq: if(z)
                    nstate <= done;
                  else
                    nstate <= loop_mul;
      endcase
     end 
 assign {a_sel, b_sel, op_sel, w_sel, w_en} = (state == loop_mul) ? {2'b00, 2'b01,1'b0, 1'b0, 1'b1}:
                                              (state == loop_sub) ? {2'b01, 2'b10,1'b1, 1'b1, 1'b1}:
                                              (state == loop_beq) ? {2'b01, 2'b10,1'bx, 1'bx, 1'b0}:
                                              (state ==     done) ? {2'b01, 2'b10,1'bx, 1'bx, 1'b0}:
                                              {2'bx,2'bx,1'bx,1'bx,1'b0};
endmodule
```
`run.sh`:
```
#!/bin/bash
# OpenROAD 26Q1-2900-gdf79404cd8, Yosys 0.63+post, stock flow scripts
make -C /OpenROAD-flow-scripts/flow DESIGN_CONFIG=/design/flow/config.mk WORK_HOME=/design/flow/orfs finish
```
==> flow_summary_export.csv <==
group,metric,value,unit
run_status,status,"complete, but fails checks",
run_status,violations,"negative setup slack",
cts,htree_levels,1,
placed_design,port_buffers,8,
detailed_routing,dr_wl_met3,105,um
floorplanning,pin_count,10,
setup_path,worstSetupPathType,"register to output port",
synthesis,syn_area,215,um2
setup_path,cp_cell_sequence,"inv_2 -> ha_4 -> or2_1 -> buf_2",
floorplanning,chipArea,0.00640,mm2
synthesis,ys_cells,22,
setup_path,cp.required,1040,ps
detailed_routing,drc,0,
floorplanning,core_area,0.00342,mm2
cts,cts-root-buf,"clkbuf_4",
global_route,grt_pass1_wl,1.01,mm
setup_path,crit_slowest_cell,"dfrtp_1",
cts,clkTransAtPathRegs,30,ps
detailed_routing,m1WireLength,264,um
detailed_routing,highest_layer,"met3",
synthesis,ys_ff,4,
sta,max_freq,0.701,GHz
synthesis,largest_area_cell,"ha_1",
setup_path,cp-end-kind,"output port",
global_route,grt_overflow,0,
synthesis,synth.top_cell.area_share,0.291,
cts,cts.path.max_buffers,2,
cts,numCtsBuffers,3,
pwr,leakage,0.196,nW
flow_run,tool_warnings,31,
setup_path,setup.worst_path.start_class,"register",
setup_path,startpoint,"state[0]$_DFF_PP0_",
sta,rsz0062_at_grt,"yes",
sta,unclocked_regs,2,
detailed_routing,viasPerCell,2.14,
floorplanning,fp.dieW,80,um
floorplanning,initCoreUtil,0.0630,
synthesis,yosysChipArea,215,um2
synthesis,syn_inst,22,
sta,setup_tns,-191,ps
cells_and_area,synthToLayoutAreaGrowth,98.3,%
sta,drv_slew,0,
floorplanning,die_y,80,um
cells_and_area,finalNonFillerCells,83,
sta,setup_viol_count_final,3,
detailed_routing,met2WireLength,180,um
global_route,antenna_found_initial,0,
hold_path,min-delay-path-class,"input pin to async pin",
placed_design,dp.cells,78,
cells_and_area,utilization,0.125,
detailed_routing,dr.pass1.iters,2,
global_route,grt_max_degree,4,
setup_path,cp_slowest_stage_delay,390,ps
synthesis,synth_area_per_cell,9.78,um2
floorplanning,rows,21,
detailed_routing,drtIter0Drc,13,
detailed_routing,num_vias,178,
synthesis,synth_top_flop_cell,"dlxtn_1",
synthesis,yosys_warnings,1,
setup_path,arrival,1170,ps
cts,cts_tree,"built",
placed_design,gp_congestion,0.696,
detailed_routing,antenna_left,0,
synthesis,edf_count,0,
sta,post-route-period-util,1.10,
sta,fin_crit,1430,ps
sta,hold_violations,0,
detailed_routing,finalWirelength,549,um
synthesis,common_cells,"ha_1, inv_1, buf_4",
cts,cts_hold_repair.buffers,0,
detailed_routing,wl_per_cell,6.61,um
detailed_routing,antenna_cells,0,
global_route,grt_usage,0.0199,
synthesis,async_reset_ff_frac,0.500,
pwr,ir_drop,0.0664,mV
synthesis,yosys.cell_types.count,10,
setup_path,cp_max_fo,3,
sta,setup_slack,-126,ps
placed_design,hpwl,430,um
global_route,grt_pass1_vias,206,
flow_run,max_cap_violations,0,
sta,untimed_endpoints,4,
cells_and_area,post_route_cells_drive_above_1_share,0.595,
synthesis,synth.area.top_cells,"ha_1, dfrtp_1, dlxtn_1",
pwr,power.density,492,mW/mm2
[logic make-up (layout without fill, tap and decap cells)]
logic type / Yosys count / after routing / synth area share
AOI/OAI and AO/OA: 1 / 1 / 0.0232
buffers and inverters: 8 / 23 / 0.192
DFF: 2 / 2 / 0.233
adders and majority gates: 5 / 5 / 0.291
muxes: 1 / 1 / 0.0465
and+or+nand+nor: 2 / 2 / 0.0582
other: 1 / 1 / 0.0174
latches: 2 / 2 / 0.140
[routing by layer]
metal | track usage | vias to the layer above
met5 | 0 | -
met4 | 0.00704 | 0
met3 | 0.0205 | 0
met2 | 0.0225 | 10
met1 | 0.0240 | 76
li1 | - | 92
[metrics by stage]
step | setup slack [ps] | area [um2] | hold WS, ps | power (W)
6_report | -126 | 427 | 193 | 0.000210
5_1_grt | -189 | 427 | 195 | 0.000229
4_1_cts | -117 | 425 | 184 | 0.000223
3_5_place_dp | -242 | 368 | 430 | 0.0000739
3_3_place_gp | -212 | 368 | 453 | 0.0000740
2_1_floorplan | 224 | 215 | 1.18 | 0.0000680
[what timing repair did]
| item | CTS | global route |
|---|---|---|
| setup buffers | 3 | 1 |
| gates resized | 27 | 6 |
| gates cloned | 0 | 0 |
| pin swaps | 4 | 1 |
| endpoints found under the setup margin | 6 | 6 |
[cell usage in the layout (no fill, tap or decap)]
cell type,n
a21oi_1,1
buf_2,3
buf_4,4
buf_6,5
clkbuf_2,1
clkbuf_4,3
clkdlybuf4s50_1,2
conb_1,1
dfrtp_1,2
dlxtn_1,2
ha_1,2
ha_2,1
ha_4,2
inv_1,2
inv_2,3
mux2i_1,1
nor2b_1,1
or2_1,1
[final cells by class]
cell class                      count  area [um2]
Fill cell                         394        2990
Timing Repair Buffer               15         126
Multi-Input combinational cell     10         121
Sequential cell                     4        80.1
Tap cell                           46        57.6
Clock buffer                        3        22.5
Inverter                            5        18.8
[final timing paths]
kind | end | cells past startpoint
worst max-delay path | w_en | 4
worst min-delay path | state[0]$_DFF_PP0_ | 2
max in group asynchronous | state[1]$_DFF_PP0_ | 2
min in group clk0 | b_sel[0] | 3
[flip-flops by register name, indices dropped and copies added, names as in the netlist]
register	flops
nstate	2
state	2
[worst max-delay path: cells and delay by family, from the launching register on]
family | cells | cell delay (ps)
buf+inv | 2 | 190
fa+ha+maj | 1 | 160
flops | 1 | 390
simple gates | 1 | 200
[where the power goes]
| part | internal, W | switching [W] |
|---|---|---|
| Sequential | 0.0000629 | 0.0000000749 |
| Clock | 0.000102 | 0.0000346 |
| Combinational | 0.00000676 | 0.00000368 |
| Total | 0.000171 | 0.0000383 |
No activity file was given, so power comes from the tool's default toggle rates.
