## flow/config.mk

```make
export PLATFORM = sky130hd
export DESIGN_NAME = datapath
export DESIGN_NICKNAME = datapath
export VERILOG_FILES = /design/flow/design.v
export SDC_FILE = /design/flow/constraint.sdc
export NUM_CORES = 4
export LEC_CHECK = 1
export CORE_UTILIZATION = 50
```

## flow/constraint.sdc

```tcl
current_design datapath

set clk_period 10.7
set clk_io_pct 0.2

create_clock -name clk0 -period $clk_period [get_ports {clk}]

set non_clock_inputs [all_inputs -no_clocks]
set_input_delay [expr $clk_period * $clk_io_pct] -clock clk0 $non_clock_inputs
set_output_delay [expr $clk_period * $clk_io_pct] -clock clk0 [all_outputs]
```

## flow/design.v

```verilog
`timescale 1ns / 1ps
module datapath (
    input clk,
    input rst,
    input logic [1:0] a_sel,
    input logic [1:0] b_sel,
    input w_sel,
    input w_en,
    input op_sel,
    output z,
    output logic [31:0] Result
);
wire [31:0] alu_out;
reg [31:0] x0,x1,x2;
always@(posedge clk or posedge rst) begin
    if (rst) begin
        x0 <= 1;
        x1 <= 5;
        x2 <= 1;
             end
     else if (w_sel==0 && w_en)
        x0 <= alu_out;
     else if (w_sel==1 &&  w_en)
        x1 <= alu_out;
     else begin 
        x0 <= x0;
        x1 <= x1;
        x2 <= x2;
        end
end 
wire [31:0] asel_out, bsel_out;
assign asel_out = (a_sel ==2'b00) ? x0:
                  (a_sel ==2'b01) ? x1:
                  (a_sel ==2'b10) ? x2:
                  32'bx;
assign bsel_out = (b_sel ==2'b00) ? x0:
                  (b_sel ==2'b01) ? x1:
                  (b_sel ==2'b10) ? x2:
                  32'bx;
assign alu_out = (op_sel)? asel_out - bsel_out : asel_out * bsel_out ;
 assign z = ( x2 == x1);
  assign  Result = x0;
endmodule
```

## flow/run.sh

```bash
#!/bin/bash
# OpenROAD 26Q1-2900-gdf79404cd8, Yosys 0.63+post, stock flow scripts
make -C /OpenROAD-flow-scripts/flow DESIGN_CONFIG=/design/flow/config.mk WORK_HOME=/design/flow/orfs finish
```

==> impl_metrics.py <==
# Synthesis and PnR figures
metrics = {
    "route": {
        "via_per_inst": 5.53,
        "vias": 16500,
        "num_antenna_cells": 0,
        "antenna_left": 0,
        "routed_wl_microns": 74500,
        "wl_per_cell_microns": 24.9,
        "drc": 0,
        "drtIter0Drc": 1082,
        "drtPass1Iterations": 6,
    },
    "final_timing": {
        "fmax_ghz": 0.0961,
        "final-setup-viol-count": 0,
        "fin_tns_setup_ns": 0,
        "fin_crit_ns": 10.41,
        "hold_viol": 0,
        "rsz0062_at_grt": "no",
        "drv_slew": 0,
        "maxSlewHeadroom_pct": 39.9,
        "fin_crit_sh_pct": 97.3,
        "tightest_slew_ns": 0.900,
        "fin_worst_hold_slack_ns": 0.516,
        "skew_ns": 0.0122,
    },
    "final_layout": {
        "final_cell_mix": "425 x inv_1, 409 x fa_1, 365 x nor2_1, 289 x nand2_1, 170 x ha_1",
        "fill_cells": 3741,
        "drive_above_1_share_pct": 7.82,
        "stdcell_count": 2992,
        "final_core_util_pct": 55.7,
        "lay_top_count": "inv_1",
        "syn_to_final_growth_pct": 8.69,
    },
    "clock_network": {
        "hold_buffers": 0,
        "clk-insertion-delay-late_ns": 0.34,
        "clockBufferDepth": 2,
        "numCtsBuffers": 9,
        "htreeDepth": 3,
        "root_buffer": "clkbuf_16",
        "cts_tree": "done",
        "numClockSinks": 64,
        "clkSlewWorstSetupHoldPaths_ns": 0.06,
    },
    "global_route": {
        "grtUsageMet1_pct": 58.5,
        "grt_pass1_wl_microns": 112000,
        "antenna_found_initial": 1,
        "grt-ovfl-total": 0,
        "grt_pass1_vias": 17700,
        "grt-busiest-layer": "met1",
        "grt_max_degree": 55,
        "track_usage_pct": 40.2,
        "gr-usage-met3_pct": 17.4,
        "gr-usage-met2_pct": 56.9,
    },
    "setup_path": {
        "worst_path_max_delay_cell": "clkdlybuf4s50_1",
        "startpoint_type": "input port",
        "reg2reg_slack_ns": 2.30,
        "crit_fanout": 9,
        "reg2reg_to": "x0[31]",
        "end_kind": "flip-flop",
        "worst_ep_required_time_ns": 10.91,
        "path_cells": "clkdlybuf4s50_1, buf_4, or2_2, clkinv_1, ha_1, fa_1, inv_1, fa_1, fa_1, inv_1, fa_1, fa_1, fa_1, fa_1, fa_1, ha_1, o21ai_0, nand2b_1, o2111ai_1, o311ai_0, o211ai_1, xnor2_1, o21ai_1, mux2_2",
        "critical_path_class": "input port to flip-flop",
        "slowest_delay_ns": 0.65,
        "worstPathArrival_ns": 10.62,
        "crit_top_cell": "fa_1",
        "worst-r2r-cell-count": 25,
        "worstReg2RegStart": "x1[2]",
    },
    "yosys": {
        "synth_area_sq_um": 20500,
        "async_reset_ff_share_pct": 100,
        "logic_family": "adder cells",
        "synth_cell_type_count": 65,
        "yosys.area.top_type": "fa_1",
        "edf_count": 0,
        "ys.flops": 64,
        "syn_inst": 2398,
        "yosys-stat-cells": 2398,
        "syn_avg_cell_area_sq_um": 8.57,
        "ff_type": "dfrtp_1",
        "topCellsByArea": "fa_1 40%, ha_1 10%, inv_1 7.8%",
        "simple_gate_share_pct": 15.9,
        "mux_share_pct": 3.65,
        "synth_seq_share_pct": 7.81,
        "ys_sh_aoi_pct": 7.21,
        "yosysWarnings": 1,
        "ys_sh_xor_pct": 4.69,
        "ys_sh_adder_pct": 50.2,
        "yosysChipArea_sq_um": 20500,
        "synth.top_cell.area_share_pct": 39.9,
    },
    "min_path": {
        "hp-start": "x1[2]",
        "hold_class": "flip-flop to flip-flop",
        "hold_end": "x1[2]",
        "hold_depth": 2,
    },
    "power_and_ir_drop": {
        "p_per_area_nw_per_um2": 325,
        "peakVddDrop_v": 0.000189,
        "total_leakage_power_nw": 10.9,
    },
    "die": {
        "die_area_sq_um": 41900,
        "ios": 42,
        "die_y_microns": 205,
        "fp-utilization_pct": 51.2,
        "die_w_microns": 205,
        "core_sq_um": 40100,
        "rows": 73,
    },
    "status": {
        "status": "complete, no violations",
    },
    "job": {
        "drv_cap": 0,
        "tool_warnings": 41,
    },
    "placement": {
        "dpl.hpwl_microns": 63400,
        "numPortBuffers": 41,
        "dp_cells": 2976,
        "gp_congestion": 1.06,
    },
}
[Yosys cell counts, types with 9 or more instances]
cell type	n
ha_1	170
fa_1	409
a21o_1	13
nor2_1	367
o21bai_1	10
nand2_1	289
or2_2	28
a31oi_1	10
nor3_1	23
mux2i_1	66
xnor2_1	72
inv_1	426
clkinv_1	21
nor4_1	13
buf_2	10
xor2_1	20
nand2b_1	12
a21oi_1	59
nor2b_1	9
dfrtp_1	61
o21ai_0	95
buf_1	9
clkbuf_1	72
[what timing repair did]
action / in CTS / in global routing
setup buffers: 0 / 0
resized: 0 / 3
endpoints found under the setup margin: 0 / 2
[power by group]
group	switching (W)	internal [W]	total, W
registers	0.000145	0.000360	0.000505
logic	0.00398	0.00245	0.00643
clock network	0.000114	0.000211	0.000325
total	0.00424	0.00302	0.00726
[registers in the layout, indices dropped and copies added, names as in the netlist]
name  flops
x0       32
x1       32
[layout make-up]
type	count	area (sq um)	share of cell area (%)
clock inverter	6	90.1	0.403
clock buffer	10	239	1.07
inverter	452	1700	7.62
sequential	64	1610	7.19
timing repair buffer	153	1250	5.59
multi-input combinational	1782	16800	75.2
tap	525	657	2.94
[layer usage]
metal  share of wire, %  vias to the layer above
met5               0.37                        -
li1                   -                     7451
met4                3.9                        7
met3                 12                      126
met1                 41                     8173
met2                 43                      779
[critical path: cells and delay by family]
kind,cells,cell delay [ns]
fa+ha+maj,10,4.81
buf+inv,5,1.47
compound gates,5,1.25
simple gates,2,0.39
mux,1,0.29
xor+xnor,1,0.26
[logic make-up (layout without fill, tap and decap cells)]
kind of cell             Yosys count  in the layout
AND-OR/OR-AND                    244            244
buffers and inverters            552            621
AND/OR/NAND/NOR                  786            786
flip-flops                        64             64
multiplexers                      74             74
adder cells (fa/ha/maj)          579            579
XOR/XNOR                          99             99
[worst max path at each step]
stage	cells past startpoint	from	to
4_1_cts	26	b_sel[1]	x0[30]
5_1_grt	26	a_sel[1]	x1[27]
6_report	24	a_sel[1]	x0[31]
[stage by stage]
step | setup slack, ns | area, sq um | total power (W)
6_report | 0.292 | 22300 | 0.00726
5_1_grt | 0.0648 | 22300 | 0.00788
4_1_cts | 0.327 | 22300 | 0.00717
3_5_place_dp | 0.0323 | 22000 | 0.00676
3_3_place_gp | 0.00345 | 22000 | 0.00678
2_1_floorplan | 1.18 | 20500 | 0.00437
Power figures rest on the tool's default switching activity, not on a simulated workload.
